**flow/run.sh**
```bash
#!/bin/bash
# OpenROAD 26Q1-2900-gdf79404cd8, Yosys 0.63+post, stock flow scripts
make -C /OpenROAD-flow-scripts/flow DESIGN_CONFIG=/design/flow/config.mk WORK_HOME=/design/flow/orfs finish
```
**flow/config.mk**
```make
export PLATFORM = sky130hd
export DESIGN_NAME = mult4_to_1_32
export DESIGN_NICKNAME = mult4_to_1_32
export VERILOG_FILES = /design/flow/design.v
export SDC_FILE = /design/flow/constraint.sdc
export NUM_CORES = 4
export LEC_CHECK = 1
export CORE_AREA = 10 10 95 95
export DIE_AREA = 0 0 105 105
```
**flow/constraint.sdc**
```tcl
current_design mult4_to_1_32

set clk_period 1.6
set clk_io_pct 0.2

create_clock -name clk0 -period $clk_period

set non_clock_inputs [all_inputs -no_clocks]
set_input_delay [expr $clk_period * $clk_io_pct] -clock clk0 $non_clock_inputs
set_output_delay [expr $clk_period * $clk_io_pct] -clock clk0 [all_outputs]
```
**flow/design.v**
```verilog
module mult4_to_1_32 (out, i0, i1, i2, i3, s1, s2, s3);
  output [31:0] out;  		 
  input [31:0] i0, i1, i2, i3;   
  input s3, s2, s1;  	    
  assign out = (s3) ? i3 : 	 
               (s2) ? i2 : 	 
               (s1) ? i1 : 	 
		      i0 ;	 
endmodule
```
==> flow_summary.json <==
{
  "chipHeight_um": 105,
  "fill_cells": 707,
  "seq_area_frac_synth": 0,
  "std_cell_rows": 30,
  "critical_path.startpoint_type": "input port",
  "tns_ps": 0,
  "drc": 0,
  "post_synth_instance_area_um2": 1300,
  "hpwl_um": 5870,
  "power.static_leakage_nw": 1.22,
  "slew_viol_final": 0,
  "worst_ir_drop_vdd_mv": 0.0871,
  "slew_headroom": 0.826,
  "storage_element_area_um2": 0,
  "num_io_pins": 163,
  "yosys_cells": 146,
  "first_iter_violations": 27,
  "switchingPower_uw": 235,
  "max_slew.worst_pin.slew_ps": 261,
  "post_route_cells_drive_above_1_share": 0.315,
  "p_clk_frac": 0,
  "crit_fanout": 1,
  "yosys.stat.chipArea_um2": 1300,
  "grt_start_max_net_pins": 27,
  "n_sequential_cell": 0,
  "antennaDiodeCount": 0,
  "tool_warnings": 32,
  "timing.critical_path.to_type": "primary output",
  "period_needed_ps": 1560,
  "port-buffer-count": 163,
  "gpl.final_weighted_congestion": 0.757,
  "synthesis.instances": 146,
  "global_route.usage.total": 0.115,
  "intPower_uw": 533,
  "timing.max_cap.violations": 0,
  "final.clkbuf_count": 0,
  "layout_top_cell": "sky130_fd_sc_hd__clkdlybuf4s50_1",
  "syn2layout_area_growth_pct": 140,
  "min_path_type": "input port to primary output",
  "period_used_share": 0.975,
  "number_of_antenna_violations_at_the_first_check_in_global_routing": 0,
  "synthesis.yosys.warnings": 0,
  "drt_first_pass_iters": 4,
  "switching_share": 0.306,
  "dieWidth_um": 105,
  "num_vias": 1721,
  "tally_of_unique_sky130hd_cells_used_after_synthesis": 12,
  "finalSetupViolations": 0,
  "fp-utilization": 0.189,
  "setup_repair_after_global_routing_missed_its_margin": "no",
  "grt_pass1_vias": 1807,
  "routed_wirelength_normalized_by_instance_count_um": 17.1,
  "post-route-cell-area_um2": 3130,
  "worst_hold_path.endpoint": "out[29]",
  "final_layout_top_logic_cells": "123 x sky130_fd_sc_hd__clkdlybuf4s50_1, 31 x sky130_fd_sc_hd__nor2b_1, 31 x sky130_fd_sc_hd__a211oi_2",
  "worst_hold_path.num_cells": 4,
  "final_core_utilization": 0.453,
  "report.final.hold_viol_count": 0,
  "vias_per_cell": 4.17,
  "drtAntennaViolNets": 0,
  "grt_overflow": 0,
  "cp_data_required_time_ps": 1280,
  "mapped_avg_cell_area_um2": 8.93,
  "placedInstanceArea_um2": 3080,
  "hold_path_startpoint": "i3[29]",
  "post_cts_hold_buffer_count": 0,
  "grt_pass1_wl_um": 10400,
  "worst_ep_arrival_time_ps": 1240,
  "fmax_mhz": 641,
  "outcome": "finished, final reports clean",
  "p_comb_frac": 1.000,
  "die_area_um2": 11000,
  "power.sequential.fraction": 0,
  "core_area_um2": 6910,
  "p_per_area_nw_per_um2": 246,
  "totalWireLength_um": 7050,
  "critPathKind": "input port to primary output"
}
## synthesized netlist by cell type (all sizes together)
library cell / count / area, um^2
mux2i: 32 / 320
nor3b: 32 / 240
a211oi: 31 / 388
nor2b: 31 / 194
buf: 11 / 120
clkbuf: 6 / 22.5
a221oi: 1 / 8.76
inv: 1 / 3.75
nor2: 1 / 6.26
## per-layer routing
| metal | share of wire | track usage | vias up | routed length (um) |
|---|---|---|---|---|
| met5 | 0 | 0 | - | 0 |
| met4 | 0 | 0 | 0 | 0 |
| met3 | 0.080 | 0.0348 | 0 | 561 |
| met2 | 0.50 | 0.206 | 77 | 3510 |
| met1 | 0.42 | 0.141 | 751 | 2970 |
| li1 | - | - | 893 | - |
## worst max path at each step
stage,start,to,slack [ps],cells after the start
after global routing,i2[31],out[31],2,4
final,i0[31],out[31],40,4
after CTS,i0[24],out[24],0.9,4
## cells by family after synthesis
logic type             share of synthesized area
buffers and inverters                      0.112
AND/OR/NAND/NOR                            0.338
multiplexers                               0.246
AND-OR/OR-AND                              0.304
## area by class of cell
type,count,area [um^2],area share
multi-input cells,128,1220,0.389
inverters,1,3.75,0.00120
repair buffers,188,1790,0.571
well taps,96,120,0.0384
## power by group through the flow
stage	clock (mW)	combinational [mW]	sequential (mW)
CTS	0	0.762	0
global route	0	0.830	0
finish	0	0.768	0
## worst max-delay path, cell delays in order
cell and delay (ps):
sky130_fd_sc_hd__clkdlybuf4s50_1 460, sky130_fd_sc_hd__mux2i_1 80, sky130_fd_sc_hd__a211oi_2 180, sky130_fd_sc_hd__clkdlybuf4s15_1 210
## timing repair
item / CTS / global route
gates cloned: 0 / 2
buffers inserted: 6 / 4
gates resized: 100 / 22
endpoints found under the setup margin: 32 / 15
pin swaps: 7 / 6
## metrics by stage
step | hold WS, ps | instances | worst slack, ps | total power [mW]
3_5_place_dp | 1460 | 401 | -633 | 0.797
6_report | 999 | 413 | 39.4 | 0.768
5_1_grt | 1030 | 413 | 1.75 | 0.830
3_3_place_gp | 1460 | 401 | -624 | 0.797
2_1_floorplan | 717 | 146 | 389 | 0.266
4_1_cts | 1160 | 407 | 0.894 | 0.762
Power figures rest on the tool's default switching activity, not on a simulated workload.
