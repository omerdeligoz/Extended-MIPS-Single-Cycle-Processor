==> flow/design.v <==
module alu32(clk,status,sum,a,b,zout,gin); 
output [31:0] sum;
output reg [2:0] status;
input [31:0] a,b; 
input [2:0] gin; 
input clk;
reg [31:0] sum;
reg [31:0] less;
output zout;
reg zout;
always @(a or b or gin)
begin
	case(gin)
	3'b010: sum=a+b; 		 
	3'b110: sum=a+1+(~b);		 
	3'b111: begin less=a+1+(~b);	 
			if (less[31]) sum=1;	
			else sum=0;
		  end
	3'b000: sum=a & b;		 
	3'b001: sum=a|b;		 
	3'b011: sum=a^b;		 
	default: sum=32'bx;		
	endcase
zout=~(|sum);
end
always @(negedge clk) begin
        status[2] <= (sum == 32'b0); 	 
        status[1] <= (sum[31]); 	 
	if(gin == 3'b010) 
        	status[0] <= (~a[31] && ~b[31] && sum[31]) | (a[31] && b[31] && ~sum[31]);  
	else if(gin == 3'b110) 
                status[0] <= (~a[31] && b[31] && sum[31]) | (a[31] && ~b[31] && ~sum[31]);  
end
endmodule
==> flow/run.sh <==
#!/bin/bash
# OpenROAD 26Q1-2900-gdf79404cd8, Yosys 0.63+post, stock flow scripts
make -C /OpenROAD-flow-scripts/flow DESIGN_CONFIG=/design/flow/config.mk WORK_HOME=/design/flow/orfs finish
==> flow/config.mk <==
export PLATFORM = sky130hd
export DESIGN_NAME = alu32
export DESIGN_NICKNAME = alu32
export VERILOG_FILES = /design/flow/design.v
export SDC_FILE = /design/flow/constraint.sdc
export NUM_CORES = 4
export LEC_CHECK = 1
export CORE_UTILIZATION = 50
==> flow/constraint.sdc <==
current_design alu32

set clk_period 12.5
set clk_io_pct 0.2

create_clock -name clk0 -period $clk_period [get_ports {clk}]

set non_clock_inputs [all_inputs -no_clocks]
set_input_delay [expr $clk_period * $clk_io_pct] -clock clk0 $non_clock_inputs
set_output_delay [expr $clk_period * $clk_io_pct] -clock clk0 [all_outputs]
==> flow_metrics.py <==
# Synthesis and PnR figures
metrics = {
    "outcome": {
        "status": "finished clean",
    },
    "synthesis": {
        "synth_cell_types": 84,
        "synthAdderAreaFrac_pct": 20.8,
        "simple_gate_area_share_pct": 23.0,
        "ys_seq_elements": 3,
        "synthesis.area_um2": 6040,
        "top_logic_kind": "AND-OR/OR-AND gates",
        "mux_area_share_pct": 2.71,
        "edf_count": 1,
        "yosys_warnings": 1,
        "postSynthCellCount": 939,
        "async_flop_share_pct": 0,
        "ff_type": "dfxtp_1",
        "yosysCellCount": 939,
        "yosys.area_share.aoi_pct": 41.8,
        "yosys-stat-area_um2": 6040,
        "avgSynthCellArea_um2": 6.43,
        "yosys.stat.seqShare_pct": 1.16,
        "xor_share_pct": 0.725,
    },
    "layout": {
        "final_util_pct": 77.0,
        "drive_gt1_share_pct": 22.8,
        "largest_registers": "status x3",
        "largest_reg_flops": 3,
        "mostFrequentLayoutCell": "buf_4",
        "syn_to_final_growth_pct": 48.0,
        "lay_top_cells": "buf_4 (201), a21oi_1 (98), clkdlybuf4s50_1 (93)",
        "top_register": "status",
    },
    "worst_setup_path": {
        "path_buffers": 2,
        "worstSetupPathType": "input pin to flop",
        "crit_path_end_kind": "flop",
        "arrival_ns": 6.36,
        "crit_slowest_cell": "or4_1",
        "timing.critical_path.mode_cell": "nor4_4",
        "crit_fanout": 2,
        "start_kind": "input pin",
        "cp_slowest_stage_delay_ns": 0.53,
        "cpLargestDelayFamily": "simple AND/OR/NAND/NOR gates",
        "path_cells": "clkdlybuf4s50_1 > inv_1 > ha_4 > nor4_4 > a21boi_1 > nor3_2 > o311ai_1 > a31oi_1 > a311o_1 > or4_1 > or4b_4 > nor4_4 > and4bb_1",
        "crit_required_ns": 6.50,
    },
    "die": {
        "ios": 104,
        "fp.dieW_um": 112,
        "die_h_um": 112,
        "core_um2": 11600,
        "num_rows": 39,
        "fp_util_pct": 52.0,
        "dieArea_um2": 12500,
    },
    "final_timing": {
        "hold_ws_ns": 6.12,
        "finalWorstSetupSlack_ns": 0.142,
        "hold_viol_final": 0,
        "max_slew.worst_pin.slew_ns": 0.677,
        "maxSlewViolCount": 0,
        "maxSlewHeadroom_pct": 54.9,
        "setup_viol": 0,
    },
    "power_and_ir_drop": {
        "p_leak_nw": 4.15,
        "p_per_area_nw_per_um2": 57.9,
        "peakVddDrop_v": 0.0000501,
        "power_mw": 0.518,
    },
    "global_route": {
        "grt_pass1_wl_um": 39400,
        "grt_max_degree": 24,
        "grt_pass1_vias": 7769,
        "met3_usage_pct": 10.4,
        "antenna_found_initial": 0,
        "met1_usage_pct": 58.9,
        "grt_overflow": 0,
        "grt_util_met2_pct": 57.1,
        "busiest_layer": "met1",
        "grt_usage_pct": 39.6,
    },
    "routing": {
        "antenna_left": 0,
        "first_pass_iters": 27,
        "via_count": 8499,
        "post-route-drc-count": 0,
        "wl_per_cell_um": 18.7,
        "totalWireLength_um": 25000,
        "vias_per_cell": 6.36,
        "drt_iter0_drc": 1062,
        "insertedDiodeCount": 0,
    },
    "clock_network": {
        "path_clk_slew_ns": 0.05,
        "clkSinkCount": 3,
        "cts_tree": "done",
        "clockRootBuffer": "clkbuf_16",
        "cts_buffer_depth": 2,
        "cts_hold_buffers": 0,
        "numCtsBuffers": 3,
        "htree_levels": 1,
    },
    "run": {
        "cap_violations": 0,
        "warnings": 94,
    },
    "placed_design": {
        "numPortBuffers": 103,
        "post-place-ws_ns": -0.487,
        "place_congestion": 1.08,
        "dp.final_hpwl_um": 19700,
    },
    "worst_hold_path": {
        "hold_class": "input pin to primary output",
    },
}
[path summary, 6_finish.rpt]
path | startpoint | slack [ns] | to | cells after the start
hold / removal | a[2] | 6.12 | sum[2] | 8
setup / recovery | a[11] | 0.14 | status[2] | 13
[synth_stat cells, drive strengths merged (4+ instances only)]
cell     number  area, um^2
nor2b        18         113
clkbuf       45         169
o32ai         5        43.8
o2bb2ai       5        43.8
o221ai        5        43.8
and2          5        31.3
o311ai        5        43.8
nor2         87         327
ha           97        1210
a2bb2oi       4        35.0
o31ai        14         105
o21a          8        60.1
nand2        60         225
nand4        10        62.6
a31oi        20         125
or3          10        62.6
inv          96         360
a211oi       17         140
a21o         15         113
nor3         26         130
nor3b         4        30.0
a2111oi       4        35.0
o211a         4        40.0
nand2b       12        75.1
o22ai         8        50.1
a311oi        4        41.3
o21ai        78         394
a21boi        5        37.5
a221oi        9        85.1
nand3        18        90.1
buf          13        63.8
o211ai       10        75.1
a22oi        14         105
or2           5        31.3
mux2i        13         130
and3          6        37.5
o21bai       11        82.6
nor4         14         103
a21oi       101         509
[report_power, final]
group	internal, mW	leakage (nW)	switching (mW)
registers	0.0111	0.0252	0.000288
clock network	0.0426	0.0583	0.0115
logic	0.223	4.07	0.230
[tightest hold or removal path, stage by stage]
cell and delay [ns]:
dlymetal6s2s_1 0.12, inv_2 0.06, ha_4 0.15, nor2_1 0.08, a222oi_1 0.07, o21ai_0 0.10
buf_4 0.11, clkdlybuf4s50_1 0.44
[kinds of logic after synthesis]
kind of cell,count (synthesis)
AND/OR/NAND/NOR,283
flip-flops,3
adder cells (fa/ha/maj),99
multiplexers,16
XOR/XNOR,5
buffers and inverters,154
AND-OR/OR-AND,379
[layout make-up]
type,count,area (um^2)
tap,143,179
sequential,3,70.1
clock buffer,3,75.1
clock inverter,4,15.0
timing repair buffer,306,2580
multi-input combinational,782,5670
inverter,95,357
fill,833,2670
[per-stage QoR]
| step | cell area, um^2 | cells | TNS [ns] |
|---|---|---|---|
| 6_report | 8940 | 1336 | 0 |
| 4_1_cts | 8740 | 1331 | 0 |
| 5_1_grt | 8940 | 1336 | -0.0326 |
| 3_3_place_gp | 8500 | 1322 | -0.360 |
| 2_1_floorplan | 6040 | 939 | 0 |
| 3_5_place_dp | 8500 | 1322 | -0.487 |
[metal layers]
layer,share of wire (%),up-vias
met1,42,3828
met4,2.6,0
met3,15,67
met5,0,-
li1,-,3983
met2,40,621
[repair_timing]
action / 4_1_cts / 5_1_grt
pin swaps: 12 / 24
setup buffers: 3 / 5
setup endpoints to repair: 1 / 1
gates resized: 29 / 36
Power figures rest on the tool's default switching activity, not on a simulated workload.
