--- flow/design.v ---
module control(in,instruc,status,dataa,balrv,jmxor,baln,jsp,bgezal,ori,
		memtoreg1,regdest1,regdest0,alusrc,memtoreg0,regwrite,memread,memwrite,branch,aluop1,aluop2);
input [5:0] in;
input [31:0] dataa,instruc;
input [2:0] status;
output balrv,jmxor,baln,jsp,bgezal,ori,
	memtoreg1,regdest1,regdest0,alusrc,memtoreg0,regwrite,memread,memwrite,branch,aluop1,aluop2;
wire [4:0] inst20_16 = instruc[20:16];
wire [4:0] inst15_11 = instruc[15:11];
wire [5:0] inst5_0 = instruc[5:0];
wire rformat,lw,sw,beq;
wire [5:0] opcode = {in[5],in[4],in[3],in[2],in[1],in[0]};
assign rformat= (in == 6'b0);
assign jmxor = rformat & (~|inst15_11) & (inst5_0 == 6'd34);  	 
assign balrv = rformat & (inst5_0 == 6'd22);			 
assign baln = opcode == 6'd27;
assign jsp = opcode == 6'd18; 
assign bgezal = (opcode == 6'd35) & (~|inst20_16);  		 
assign ori = opcode == 6'd13; 
assign lw=((in[5]& (~in[4])&(~in[3])&(~in[2])&in[1]&in[0])) & (|inst20_16);   
assign sw=in[5]& (~in[4])&in[3]&(~in[2])&in[1]&in[0];
assign beq=~in[5]& (~in[4])&(~in[3])&in[2]&(~in[1])&(~in[0]);
assign regdest0=rformat|baln;
assign regdest1 = baln|jmxor|bgezal;
assign alusrc=lw|sw;
assign memtoreg0=lw;
assign regwrite= (rformat & ~balrv) | lw | ori | (bgezal & ~dataa[31]) | (baln & status[1]) | (balrv & status[0]);
assign memread=lw|jsp|jmxor;
assign memwrite=sw;
assign branch=beq;
assign aluop1 = ori ? 1'b1 : rformat;	 
assign aluop2 = ori ? 1'b1 : beq;	 
assign memtoreg1 = baln|balrv|bgezal|jmxor;
endmodule
--- flow/run.sh ---
#!/bin/bash
# OpenROAD 26Q1-2900-gdf79404cd8, Yosys 0.63+post, stock flow scripts
make -C /OpenROAD-flow-scripts/flow DESIGN_CONFIG=/design/flow/config.mk WORK_HOME=/design/flow/orfs finish
--- flow/config.mk ---
export PLATFORM = sky130hd
export DESIGN_NAME = control
export DESIGN_NICKNAME = control
export VERILOG_FILES = /design/flow/design.v
export SDC_FILE = /design/flow/constraint.sdc
export NUM_CORES = 4
export LEC_CHECK = 1
export CORE_AREA = 10 10 70 70
export DIE_AREA = 0 0 80 80
--- flow/constraint.sdc ---
current_design control

set clk_period 2.1
set clk_io_pct 0.2

create_clock -name clk0 -period $clk_period

set non_clock_inputs [all_inputs -no_clocks]
set_input_delay [expr $clk_period * $clk_io_pct] -clock clk0 $non_clock_inputs
set_output_delay [expr $clk_period * $clk_io_pct] -clock clk0 [all_outputs]
==> ci_impl_report.md <==
## Synthesis and layout report

| Metric | Value |
|---|---|
| Worst Path Arrival | `~1.7 ns` |
| Synthesized area per cell | `6.34 µm²` |
| Post-synth seq share | `0` |
| Yosys top cell by area | `nand2b_1` |
| Final hold viol count | `0` |
| Fin util | `0.288` |
| Worst min path class | `input pin to output port` |
| IO Pins | `90` |
| Routed Antenna Nets | `0` |
| Max-slew headroom | `0.832` |
| Minimum clock period | `around 2.1 ns` |
| Kind of end point of the critical path | `output port` |
| Share of layout cells above drive strength 1 | `0.523` |
| Status | `complete, but fails checks` |
| Residual DRC count | `0` |
| Layout area overhead | `253%` |
| Floorplan utilization | `0.0817` |
| Number of vias per cell | `3.62` |
| Yosys warning tally | `0` |
| Number of global-route vias before repair | `slightly below 600` |
| Worst EP required | `1.68 ns` |
| Antenna violations before repair | `0` |
| Global Route Usage Sum | `0.0510` |
| PortBufs | `42` |
| DP HPWL | `1.49 mm` |
| Area reported by Yosys stat | `279 µm²` |
| Row cnt | `21` |
| Final setup vio count | `1` |
| Pin count of the biggest net entering global routing | `6` |
| Overall Power | `90.6 µW` |
| Crit path kind | `input pin to output port` |
| First-pass GRT wire length | `~2.8 mm` |
| Slew Limit Fails | `0` |
| Core Area | `3420 µm²` |
| Synth area leaders | `nand2b_1, nand4b_1, nor4_4, inv_1, nand2_1` |
| Setup TNS Final | `-0.0274 ns` |
| Area share of the largest cell type after synthesis | `0.112` |
| Die Span Y | `around 80 µm` |
| Drt first pass iters | `2` |
| # fillers | `374` |
| Max Freq | `0.470 GHz` |
| WL/cell | `11.2 µm` |
| Yosys cell types | `21` |
| Worst slew pin tran | `0.250 ns` |
| Synthesized area | `279 µm²` |
| Detailed Route WL | `1.75 mm` |
| Area occupied by registers | `0 µm²` |
| Pwr Density | `92.0 nW/µm²` |
| Die Wd | `80 µm` |
| RePlAce Congestion | `0.688` |
| # clk buffers | `0` |
| Setup ws final | `-0.0274 ns` |
| Leak | `0.000530 µW` |
| VDD IR max | `about 21 µV` |
| Post-layout period usage | `1.01` |
| Log Warnings | `between 80 and 90` |
| Hold WS | `1.25 ns` |
| Max Cap Violations | `0` |
| RSZ-0062 raised after global routing | `true` |
| CP Launch Type | `input pin` |
| Yosys cell count | `44` |
| Cells after synthesis | `44` |
| Registers | `0` |
| Chip area | `6400 µm²` |
| N_diodes | `0` |
| CP max FO | `4` |
| Failing checks | `negative setup slack` |
| Total grt overflow | `0` |
| Initial DRC count | `18` |
| Via count | `about 570` |
## layout make-up
class / count / area (µm²) / area share
repair buffers: 67 / 573 / 0.582
inverters: 5 / 18.8 / 0.0191
multi-input cells: 39 / 335 / 0.341
well taps: 46 / 57.6 / 0.0584
## worst max-delay path, stage by stage
cell     delay, ns
buf_6         0.09
or4_4         0.55
buf_6         0.14
o21ai_4       0.18
buf_6         0.12
nand4_1       0.07
buf_2         0.13
## metrics by stage
stage	worst slack (ns)	instances	area (µm²)
global route	-0.0844	157	985
floorplan	0.423	44	279
global placement	-0.536	148	877
detailed placement	-0.576	148	877
finish	-0.0274	157	985
CTS	-0.0922	159	983
## per-layer routing
metal	vias to the layer above	GRT usage	wire (µm)
met1	252	0.0653	740
met5	-	0	0
met2	22	0.0811	807
li1	295	-	-
met4	0	0	0
met3	0	0.0239	204
## cells in the final DEF (no fill, tap or decap), drive strengths merged, types with 3 or more instances in the layout
| cell type | Yosys | layout |
|---|---|---|
| inv | 5 | 5 |
| buf | 0 | 39 |
| nand4b | 3 | 3 |
| nor3 | 3 | 3 |
| clkdlybuf4s50 | 0 | 13 |
| nor2 | 5 | 5 |
| dlygate4sd2 | 0 | 10 |
| nand2b | 5 | 5 |
| o21ai | 3 | 3 |
| nand2 | 5 | 5 |
| clkdlybuf4s15 | 0 | 3 |
## final timing paths
path	from	end	slack, ns	cells past startpoint
setup / recovery	instruc[18]	regwrite	-0.03	7
hold / removal	in[5]	alusrc	1.25	4
## cell families after synthesis
logic type      synth area share
simple gates               0.798
compound gates             0.135
buf+inv                   0.0673
## report_power, final
| group | internal, µW | switching (µW) |
|---|---|---|
| Combinational | 59.0 | 31.5 |
| Clock | 0 | 0 |
| Sequential | 0 | 0 |
| Total | 59.0 | 31.5 |
## cells in the mapped netlist
cell	count
o21ai_0	1
and4b_2	1
nand4_1	2
o21ai_2	2
o21bai_1	1
nand3b_1	1
nand3_1	2
nor3_1	3
nor2b_1	1
nor2_1	5
nor4_4	1
nor4_1	1
nand2b_1	5
nand4b_1	3
or2_2	1
nor3b_2	1
a21boi_0	1
nor3b_1	1
nand2_1	5
or4_4	1
inv_1	5
## timing repair
item	in CTS	in global routing
gates cloned	0	0
resized	86	6
setup buffers	12	0
setup endpoints to repair	17	9
hold buffers	0	0
pin swaps	16	8
No activity file was given, so power comes from the tool's default toggle rates.
